$ cat flow/design.v
`timescale 1ns / 1ps
module flag_sync(
    input clkA,
    input clkB,
    input in_clkA,
    output busy_clkA,
    output out_clkB
    );
	parameter CLKA="POSEDGE";
	parameter CLKB="POSEDGE";
	reg FlagToggle_clkA;
	reg [2:0] SyncA_clkB;
	reg [1:0] SyncB_clkA;
	initial begin
		SyncA_clkB <= 3'b000;
		SyncB_clkA <= 2'b00;
		FlagToggle_clkA <= 0;
	end
	generate
		if (CLKA=="POSEDGE") begin : A_POS_POL
			always @(posedge clkA) if (in_clkA & ~busy_clkA) FlagToggle_clkA <= ~FlagToggle_clkA;
			always @(posedge clkA) SyncB_clkA <= {SyncB_clkA[0],SyncA_clkB[1]};
		end else begin : A_NEG_POL
			always @(negedge clkA) if (in_clkA & ~busy_clkA) FlagToggle_clkA <= ~FlagToggle_clkA;
			always @(negedge clkA) SyncB_clkA <= {SyncB_clkA[0],SyncA_clkB[2]};
		end
	endgenerate
	generate
		if (CLKB=="POSEDGE") begin : B_POS_POL
			always @(posedge clkB) SyncA_clkB <= {SyncA_clkB[1:0], FlagToggle_clkA};
		end else begin : B_NEG_POL
			always @(negedge clkB) SyncA_clkB <= {SyncA_clkB[1:0], FlagToggle_clkA};
		end
	endgenerate
	assign out_clkB = (SyncA_clkB[2] ^ SyncA_clkB[1]);
	assign busy_clkA = FlagToggle_clkA ^ SyncB_clkA[1];
endmodule
$ cat flow/run.sh
#!/bin/bash
# OpenROAD 26Q1-2900-gdf79404cd8, Yosys 0.63+post, stock flow scripts
make -C /OpenROAD-flow-scripts/flow DESIGN_CONFIG=/design/flow/config.mk WORK_HOME=/design/flow/orfs finish
$ cat flow/config.mk
export PLATFORM = sky130hd
export DESIGN_NAME = flag_sync
export DESIGN_NICKNAME = flag_sync
export VERILOG_FILES = /design/flow/design.v
export SDC_FILE = /design/flow/constraint.sdc
export NUM_CORES = 4
export LEC_CHECK = 1
export CORE_AREA = 10 10 70 70
export DIE_AREA = 0 0 80 80
$ cat flow/constraint.sdc
current_design flag_sync

set clk_period 2.0
set clk_io_pct 0.2

create_clock -name clk0 -period $clk_period [get_ports {clkA}]
create_clock -name clk1 -period $clk_period [get_ports {clkB}]

set non_clock_inputs [all_inputs -no_clocks]
set_input_delay [expr $clk_period * $clk_io_pct] -clock clk0 $non_clock_inputs
set_output_delay [expr $clk_period * $clk_io_pct] -clock clk0 [all_outputs]
==> results.yml <==
# implementation run metrics
critical_path:
  cp.arrival_ns: 1.43
  crit_type: "reg2out"
  endpoint_kind: "output pin"
  crit_fanout: 3
  r2r-start: "FlagToggle_clkA$_DFFE_PP_"
  cp-start-kind: "register"
  startpoint: "FlagToggle_clkA$_DFFE_PP_"
  cp_data_required_time_ns: 1.60
synth:
  synth_cells: 11
  synth_cell_types: 5
  ys_ff: 6
  syn_area_sq_um: 159
  ys_cells: 11
  ys_area_sq_um: 159
  avgSynthCellArea_sq_um: 14.4
  yosys.stat.seqShare_pct: 81.9
  yosys_warnings: 1
global_route:
  grt_pass1_wl_microns: 496
  overflow: 0
  grt_max_degree: 4
  track_usage_pct: 1.28
  grt_pass1_vias: 111
  antenna_found_initial: 0
clocking:
  cts_tree: "yes"
  ctsResizeCount: 0
  clk_pin_slew_ns: 0.04
  postCtsSetupBuffers: 0
  cts_sinks: 6
  holdBufCountCts: 0
detailed_routing:
  drt_first_pass_iters: 1
  num_antenna_cells: 0
  drt_iter0_drc: 0
  finalWirelength_microns: 369
  ant_nets: 0
  drc: 0
  via_count: 105
  vias_per_cell: 1.54
  drt-wirelength-per-cell_microns: 5.43
die:
  row_count: 21
  die_h_microns: 80
  die_x_microns: 80
  die_area_sq_um: 6400
  core_util_floorplan_pct: 4.65
  core_sq_um: 3420
  ios: 5
final_layout:
  comb_area_sq_um: 21.3
  final_common_cell: "clkbuf_4"
  finalInstanceArea_sq_um: 299
  area_growth_pct: 88.2
  nFillCells: 403
  lay_top_cells: "clkbuf_4 (6), dfxtp_1 (5), clkdlybuf4s50_1 (3)"
  layout-drive-gt1-share_pct: 27.3
  regArea_sq_um: 130
power_and_ir_drop:
  powerDensity_nw_per_um2: 1210
  power_mw: 0.362
  ir_worst_vdd_mv: 0.242
  total_leakage_power_nw: 0.114
final_timing:
  slew_viol_final: 0
  rsz0062_at_grt: "false"
  finalSetupTns_ns: 0
  slew_headroom_pct: 85.3
  tightest_slew_ns: 0.220
  fin_skew_ns: 0.000596
  finalSetupViolCount: 0
  hold_violations: 0
min_path:
  hp-class: "reg2reg"
  hold_path_startpoint: "SyncB_clkA[0]$_DFF_P_"
placed_design:
  io_buffers: 3
  gp_congestion: 0.669
  place_area_sq_um: 246
run:
  warnings: 26
  max_cap_viol_count: 0
status:
  status: "finished clean"
==> critical path, cell delays in order, from the launching register on <==
cell	delay (ns)
edfxtp_1	0.43
xor2_1	0.26
clkdlybuf4s50_1	0.51
==> synth_stat cells, drive strengths merged <==
master,number,area share (%)
dfxtp,5,63
nor2,1,2.4
inv,2,4.7
xor2,2,11
edfxtp,1,19
==> cells by family after synthesis <==
| kind of cell | after synthesis | synth area share, % |
|---|---|---|
| XOR/XNOR | 2 | 11.0 |
| buffers and inverters | 2 | 4.73 |
| flip-flops | 6 | 81.9 |
| AND/OR/NAND/NOR | 1 | 2.36 |
==> layer usage <==
layer	GRT usage [%]	vias up	wire length [microns]
met1	1.07	45	165
met4	0.880	0	4
met5	0	-	0
met2	0.803	6	111
li1	-	52	-
met3	2.73	2	88
==> power breakdown <==
| group | switching (mW) | internal, mW | leakage [nW] |
|---|---|---|---|
| Sequential | 0.00302 | 0.130 | 0.0516 |
| Clock | 0.0651 | 0.150 | 0.0300 |
| Combinational | 0.00386 | 0.00988 | 0.0329 |
==> final cells by class <==
| type | count | share of cell area (%) |
|---|---|---|
| Timing Repair Buffer | 3 | 10.0 |
| Multi-Input combinational cell | 3 | 7.11 |
| Sequential cell | 6 | 43.5 |
| Inverter | 2 | 2.51 |
| Tap cell | 46 | 19.2 |
| Clock buffer | 8 | 17.6 |
==> worst paths after layout <==
kind / end / slack [ns] / cells past startpoint
max: busy_clkA / 0.17 / 2
min: SyncB_clkA[1]$_DFF_P_ / 0.32 / 0
max reg2reg: FlagToggle_clkA$_DFFE_PP_ / 0.93 / 2
min reg2reg: SyncB_clkA[1]$_DFF_P_ / 0.32 / 0
max in group clk1: SyncA_clkB[0]$_DFF_P_ / 1.42 / 0
min in group clk1: SyncA_clkB[1]$_DFF_P_ / 0.32 / 0
==> metrics by stage <==
step	util, %	std cells	worst slack, ns	hold WS [ns]
floorplan	-	11	1.05	0.310
global placement	7.22	60	0.452	0.311
detailed placement	7.22	60	0.430	0.313
CTS	8.75	68	0.173	0.323
global route	8.75	68	0.147	0.325
finish	8.75	68	0.171	0.322
==> flip-flops by register name, indices dropped and copies added, names as in the netlist <==
register	flops
SyncB_clkA	2
SyncA_clkB	3
FlagToggle_clkA	1
Power is estimated from default activity; no workload was simulated.
