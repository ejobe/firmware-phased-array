[./config.mk]
export PLATFORM = sky130hd
export DESIGN_NAME = scaler
export DESIGN_NICKNAME = scaler
export VERILOG_FILES = /design/flow/design.v
export SDC_FILE = /design/flow/constraint.sdc
export NUM_CORES = 4
export LEC_CHECK = 1
export CORE_AREA = 10 10 81 81
export DIE_AREA = 0 0 91 91
[./constraint.sdc]
current_design scaler

set clk_period 3.0
set clk_io_pct 0.2

create_clock -name clk0 -period $clk_period [get_ports {clk_i}]

set non_clock_inputs [all_inputs -no_clocks]
set_input_delay [expr $clk_period * $clk_io_pct] -clock clk0 $non_clock_inputs
set_output_delay [expr $clk_period * $clk_io_pct] -clock clk0 [all_outputs]
[./design.v]
module scaler
	(
		input rst_i, 
		input clk_i,
		input refresh_i,  
		input count_i,
		output [WIDTH-1:0] scaler_o
    );
	parameter WIDTH = 12;     
	parameter PRESCALE = 0;  
	reg [WIDTH+PRESCALE-1:0] counter = {WIDTH+PRESCALE{1'b0}};
	wire [WIDTH+PRESCALE:0] counter_plus_one = counter + 1;
	reg [WIDTH-1:0] scaler = {WIDTH{1'b0}};
	always @(posedge clk_i) begin
		if (refresh_i) counter <= {WIDTH+PRESCALE{1'b0}};
		else if (count_i && !counter_plus_one[WIDTH+PRESCALE]) counter <= counter_plus_one;
		if (refresh_i) scaler <= counter[PRESCALE +: WIDTH];
	end
	assign scaler_o = scaler;
endmodule 
[./run.sh]
#!/bin/bash
# OpenROAD 26Q1-2900-gdf79404cd8, Yosys 0.63+post, stock flow scripts
make -C /OpenROAD-flow-scripts/flow DESIGN_CONFIG=/design/flow/config.mk WORK_HOME=/design/flow/orfs finish
==> impl_metrics.ini <==
; physical design summary
[cts]
h-tree-depth = 1
insertion_delay_ns = 0.26
clock_path_buffers = 2
cts_tree = built
cts-hold-fix-buffers = 0
cts_buffers = 3
cts_root_buffer = clkbuf_8
cts.repair.resized = 0
postCtsSetupBuffers = 0
clkSlewWorstSetupHoldPaths_ns = 0.08
cts_num_sinks = 24

[timing]
setup_ws_ns = 0.996
rsz0062_at_grt = false
period_minus_slack_ns = 2.00
fmax_ghz = 0.499
final_hold_viol_count = 0
min_period_over_period = 0.668
clock_skew_ns = 0.00568
finalSetupViolCount = 0
relSlewSlack = 0.438
setup_tns_ns = 0
worst_pin_slew_ns = 0.840
maxSlewViolCount = 0

[grt]
grt-busiest-layer = met2
grtUsageMet3 = 0.0166
grt_util_met2 = 0.0597
grt_pass1_vias = 635
grt_use_total = 0.0406
grt_max_degree = 22
antenna_found_initial = 0
grt_use_met1 = 0.0551
grt_first_pass_wirelength_um = 2980
grt-ovfl-total = 0

[critical_path]
end_kind = register
crit_start = count_i
path_max_fanout = 5
setup.worst_path.class = in2reg
crit_required_ns = 3.18
crit_arrival_ns = 2.18
cp-start-kind = input pin
r2r_start = counter[0]

[job]
warnings = 26
maxCapViolations = 0

[logic_synthesis]
top_cells_by_area = edfxtp_1 (39%), dfxtp_1 (26%), a21oi_1 (3.2%)
flop_cell = edfxtp_1
muxShareOfSynthArea = 0.0107
synthTopCellsByCount = dfxtp_1 (12), edfxtp_1 (12), a21oi_1 (6), nand2_1 (6), nand3_1 (5)
simple_gate_area_frac = 0.179
aoi_share = 0.127
top_area_cell = edfxtp_1
ys_async_sr_fraction = 0
synth_area_um2 = 935
ys_warn_count = 1
xor_area_frac = 0.00937
ys_top_logic_family = simple AND/OR/NAND/NOR gates
syn_avg_cell_area_um2 = 11.7
top_cell_area_share = 0.386
yosys-stat-cells = 80
synth-edff-count = 12
ys.flops = 24
syn-instance-count = 80
fa_ha_area_frac = 0.0134
ys_area_um2 = 935
ys_types = 27
postSynthSeqShare = 0.643

[power]
p_clk_frac = 0.318
leakage_uw = 0.000369
ir_worst_vdd_v = 0.000152
p_seq_frac = 0.628
swShare = 0.190
comb_power_share = 0.054
power.density_mw_per_mm2 = 472
switching_power_uw = 109
intPower_uw = 462

[die]
dieArea_mm2 = 0.00828
initCoreUtil = 0.194
die_h_um = 91
rows = 25
pin_count = 16
core-area_mm2 = 0.00482
die_w_um = 91

[placed_design]
io_buffers = 14
dpl.hpwl_um = 1210
gp_congestion = 0.844
pre_cts_ws_ns = 0.724

[worst_hold_path]
min_from = counter[6]
min_path_type = reg2reg

[final_layout]
drive_gt1_frac = 0.0918
syn_to_final_growth_pct = 29.5
final_core_util = 0.251

[detailed_routing]
ant_nets = 0
via_count = 686
diodes = 0
drc = 0
wirelength_um = 1690
drt_first_pass_iters = 4
avgRoutedWirePerCell_um = 10.3
viasPerCell = 4.16
drt_iter0_drc = 106

[outcome]
status = finished clean
registers in the layout (all words and copies together) (netlist names):
| name | flops |
|---|---|
| counter | 12 |
| scaler | 12 |
layer usage:
layer  routed length [µm]  up-vias  share of wire
met3                  168        2          0.099
li1                     -      344              -
met2                  734       20           0.43
met1                  755      320           0.45
met4                   34        0          0.020
met5                    0        -              0
worst max-delay path, cell delays in order:
cell and delay, ns:
clkdlybuf4s50_1 0.54, nand3_1 0.12, or3_4 0.37, or4_1 0.40
a21oi_1 0.15
placed cells by master (no fill, tap or decap), types with 2 or more instances in the layout:
cell type and instances:
edfxtp_1 12, clkbuf_8 3, o21ai_0 3, or3_1 2, a21oi_1 6, dfxtp_1 12, inv_1 2, nand4_1 2
buf_4 2, or4_2 2, a31oi_1 2, clkdlybuf4s50_1 14, o31ai_1 3, nor3_1 4, nand3_1 5, nor2_1 4
a211oi_1 3, nand2_1 6
final cells by class:
cell class,count,area (µm²)
clock buffer,3,41.3
tap,67,83.8
fill,525,3610
sequential,24,601
inverter,2,7.51
multi-input combinational,52,318
timing repair buffer,16,155
clock inverter,1,3.75
stage by stage:
| stage | cells | instance area (µm²) | hold slack [ns] | total power [µW] |
|---|---|---|---|---|
| finish | 165 | 1210 | 0.523 | 571 |
| global route | 165 | 1210 | 0.548 | 602 |
| CTS | 165 | 1210 | 0.523 | 577 |
| detailed placement | 161 | 1160 | 0.500 | 398 |
| global placement | 161 | 1160 | 0.502 | 397 |
| floorplan | 80 | 935 | 0.467 | 374 |
power by group through the flow:
stage | registers, µW | logic (µW) | clock network (µW)
5_1_grt | 360 | 34.8 | 207
4_1_cts | 359 | 31.8 | 187
6_report | 358 | 31.1 | 181
path summary, 6_finish.rpt:
check                           cells past startpoint  slack (ns)    endpoint
worst max-delay path                                5         1.0  counter[9]
worst min-delay path                                0        0.52   scaler[6]
worst max register to register                      6        1.14  counter[6]
worst min register to register                      0        0.52   scaler[6]
cell families (layout without fill, tap and decap cells):
family | Yosys count | after routing
buf+inv | 4 | 22
compound gates | 19 | 19
fa+ha+maj | 1 | 1
flops | 24 | 24
mux | 1 | 1
xor+xnor | 1 | 1
simple gates | 30 | 30
Power figures rest on the tool's default switching activity, not on a simulated workload.
